==> design/flow/design.v <==
`timescale 1ns / 1ps
module ALU_4bit(
   input [3:0] A,
    input [3:0] B,
    input [1:0] ALU_Sel,     
    output reg [3:0] Result,
    output reg CarryOut
    );
    always @(*) begin
        case (ALU_Sel)
            2'b00: {CarryOut, Result} = A + B;         
            2'b01: {CarryOut, Result} = A - B;         
            2'b10: {CarryOut, Result} = {1'b0, A & B};  
            2'b11: {CarryOut, Result} = {1'b0, A | B};  
            default: {CarryOut, Result} = 5'b00000;
        endcase
    end
endmodule
==> design/flow/run.sh <==
#!/bin/bash
# OpenROAD 26Q1-2900-gdf79404cd8, Yosys 0.63+post, stock flow scripts
make -C /OpenROAD-flow-scripts/flow DESIGN_CONFIG=/design/flow/config.mk WORK_HOME=/design/flow/orfs finish
==> design/flow/config.mk <==
export PLATFORM = sky130hd
export DESIGN_NAME = ALU_4bit
export DESIGN_NICKNAME = ALU_4bit
export VERILOG_FILES = /design/flow/design.v
export SDC_FILE = /design/flow/constraint.sdc
export NUM_CORES = 4
export LEC_CHECK = 1
export CORE_AREA = 10 10 70 70
export DIE_AREA = 0 0 80 80
==> design/flow/constraint.sdc <==
current_design ALU_4bit

set clk_period 5.6
set clk_io_pct 0.2

create_clock -name clk0 -period $clk_period

set non_clock_inputs [all_inputs -no_clocks]
set_input_delay [expr $clk_period * $clk_io_pct] -clock clk0 $non_clock_inputs
set_output_delay [expr $clk_period * $clk_io_pct] -clock clk0 [all_outputs]
==> impl_metrics.yaml <==
# synthesis and place-and-route metrics
floorplanning:
  fp.dieW_um: 80
  coreArea_mm2: 0.003416
  chipArea_mm2: 0.006400
  num_rows: 21
  die_height_um: 80
  io_pins: 15
  fp_util_pct: 9.927
final_layout:
  nFillCells: 402
  final_util_pct: 15.75
  seq_area_um2: 0
  ff_count: 0
  fin_cells: 106
  layout-drive-gt1-share_pct: 3.333
  nClkBuffers: 0
  area_growth_pct: 58.67
synth:
  syn_inst: 47
  most_common_cell: "ha_1"
  common_cells: "7 x ha_1, 5 x inv_1, 4 x nor2_1"
  syn_area_um2: 339.1
  yosysWarnings: 1
  ys_types: 20
  ys_chip_area_um2: 339.1
  netlist.top_cell.by_area: "ha_1"
  topCellsByArea: "ha_1 26%, mux2_2 6.6%, o21a_1 6.6%"
  ys_cells: 47
  avgSynthCellArea_um2: 7.214
  seq_area_frac_synth_pct: 0
  post-synth-top-area-fraction_pct: 25.83
final_timing:
  tightest_slew_ns: 0.2759
  period_needed_ns: 4.949
  finalMaxSlewViolations: 0
  hold_viol_final: 0
  worst_slack_ns: 0.6508
  fin_tns_setup_ns: 0
  rsz0062_at_grt: "no"
  slew_headroom_pct: 81.55
  finalSetupViolations: 0
  fmax_mhz: 202.1
  fin_crit_sh_pct: 88.38
setup_path:
  worst-path-buf-inv: 3
  crit_family: "buffers and inverters"
  path_class: "in -> out"
  crit_chain: "clkdlybuf4s50_1 -> and2b_1 -> mux2_2 -> inv_1 -> ha_1 -> nor2b_1 -> o21a_1 -> o21a_1 -> o31ai_1 -> clkdlybuf4s50_1"
  cp_num_cells: 10
  slowest_stage: "clkdlybuf4s50_1"
  cp.arrival_ns: 3.83
  endpoint_kind: "output port"
  worst-path-max-fanout: 9
  cp-start-kind: "input port"
  crit_end: "Result[3]"
  required_ns: 4.48
  startpoint: "ALU_Sel[1]"
  cpPeakStageDelay_ns: 0.54
drt:
  via_per_inst: 3.236
  ant_nets: 0
  drcViolationCount: 0
  vias: 343
  drt_iter0_markers: 13
  num_antenna_cells: 0
  drt-pass1-iter-count: 4
  wirelength_um: 925
  wl_per_cell_um: 8.726
global_routing:
  antenna_found_initial: 0
  track_usage_pct: 3.072
  overflow: 0
  grt_start_max_net_pins: 10
  grt_pass1_wl_um: 1628
  grt_pass1_vias: 348
worst_hold_path:
  hold_class: "in -> out"
place:
  place_inst: 106
  hpwl_um: 847.6
  numPortBuffers: 15
  dp_slack_ns: 0.6356
  routabilityCongestion: 0.7791
cts:
  ctsHoldBuffers: 0
  cts-resized-gates: 0
  postCtsSetupBuffers: 0
status:
  status: "finished, final reports clean"
flow_run:
  warning_count: 34
  maxCapViolCount: 0
power:
  cellLeakagePower_uw: 0.0002172
  irDropWorstVdd_uv: 23.68
  powerDensity_mw_per_mm2: 94.32
==> stage by stage <==
step / power (uW) / instance area (um^2) / hold WS (ns)
global route: 58.26 / 538.0 / 3.407
floorplan: 27.20 / 339.1 / 2.325
global placement: 50.65 / 538.0 / 3.290
finish: 50.74 / 538.0 / 3.285
detailed placement: 51.23 / 538.0 / 3.289
CTS: 51.71 / 538.0 / 3.295
==> per-layer routing <==
layer | vias to the layer above | part of all wire (%) | GRT usage (%)
met1 | 147 | 54 | 4.356
met3 | 0 | 6.7 | 0.7955
met2 | 10 | 40 | 4.815
met4 | 0 | 0 | 0
li1 | 186 | - | -
met5 | - | 0 | 0
==> how the worst min path moves through the flow <==
stage | from | end | cells past startpoint
after CTS | A[1] | Result[1] | 4
after global routing | A[1] | Result[1] | 4
final | A[1] | Result[1] | 4
==> final cells by class <==
| class | instances | area (um^2) | share of cell area, % |
|---|---|---|---|
| inverters | 5 | 18.77 | 3.488 |
| repair buffers | 15 | 150.1 | 27.91 |
| well taps | 46 | 57.56 | 10.70 |
| multi-input cells | 40 | 311.5 | 57.91 |
==> worst min-delay path, delay by kind of cell <==
family	cells	cell delay, ns
AND/OR/NAND/NOR	1	0.08
buffers and inverters	2	0.87
AND-OR/OR-AND	1	0.08
==> where the power goes <==
| part | internal, uW | total [uW] | leakage [uW] | switching, uW |
|---|---|---|---|---|
| sequential | 0 | 0 | 0 | 0 |
| combinational | 30.8 | 50.7 | 0.000217 | 19.9 |
| clock | 0 | 0 | 0 | 0 |
==> kinds of logic after synthesis <==
family / Yosys count / share of synthesized area, %
buffers and inverters: 7 / 8.116
xor gates and xnor gates: 3 / 7.750
AOI/OAI and AO/OA: 11 / 19.56
and+or+nand+nor: 14 / 20.30
adders and majority gates: 10 / 37.64
muxes: 2 / 6.642
==> cell usage in the layout, fill, tap and decap left out, drive strengths merged <==
master	n
a21oi	3
a31oi	1
and2b	1
clkdlybuf4s50	15
fa	1
ha	7
inv	5
maj3	2
mux2	2
nand2	3
nor2	4
nor2b	3
nor3	2
o21a	3
o21ai	3
o31ai	1
or3	1
xnor2	2
xor2	1
Power and IR drop assume default switching activity.
