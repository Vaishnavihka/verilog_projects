File: flow/run.sh
#!/bin/bash
# OpenROAD 26Q1-2900-gdf79404cd8, Yosys 0.63+post, stock flow scripts
make -C /OpenROAD-flow-scripts/flow DESIGN_CONFIG=/design/flow/config.mk WORK_HOME=/design/flow/orfs finish
File: flow/config.mk
export PLATFORM = sky130hd
export DESIGN_NAME = seq_detector_1011
export DESIGN_NICKNAME = seq_detector_1011
export VERILOG_FILES = /design/flow/design.v
export SDC_FILE = /design/flow/constraint.sdc
export NUM_CORES = 4
export LEC_CHECK = 1
export CORE_AREA = 10 10 70 70
export DIE_AREA = 0 0 80 80
File: flow/constraint.sdc
current_design seq_detector_1011

set clk_period 1.2
set clk_io_pct 0.2

create_clock -name clk0 -period $clk_period [get_ports {clk}]

set non_clock_inputs [all_inputs -no_clocks]
set_input_delay [expr $clk_period * $clk_io_pct] -clock clk0 $non_clock_inputs
set_output_delay [expr $clk_period * $clk_io_pct] -clock clk0 [all_outputs]
File: flow/design.v
`timescale 1ns / 1ps
module seq_detector_1011 (
    input clk,
    input reset,
    input in,
    output reg detected
);
    parameter S0 = 3'b000,
              S1 = 3'b001,
              S2 = 3'b010,
              S3 = 3'b011,
              S4 = 3'b100;
    reg [2:0] state, next_state;
    always @(posedge clk or posedge reset) begin
        if (reset)
            state <= S0;
        else
            state <= next_state;
    end
    always @(*) begin
        case (state)
            S0: next_state = in ? S1 : S0;
            S1: next_state = in ? S1 : S2;
            S2: next_state = in ? S3 : S0;
            S3: next_state = in ? S4 : S2;
            S4: next_state = in ? S1 : S2;
            default: next_state = S0;
        endcase
    end
    always @(*) begin
        detected = (state == S4);
    end
endmodule
==> flow_metrics.tcl <==
# collected from the flow reports
set metrics [dict create \
    gp_congestion 0.626 \
    htreeDepth 1 \
    synth_cell_types 7 \
    clock_path_buffers 2 \
    dpl_cell_area_um2 255 \
    core_um2 3420 \
    cp_num_cells 1 \
    routedWlPerCell_um 5.25 \
    worst_slack_ps 124 \
    avgSynthCellArea_um2 12.9 \
    route.detailed.drc 0 \
    power.leakage_nw 0.122 \
    finalNonFillerCells 67 \
    ant_nets 0 \
    vias 115 \
    slew_headroom_pct 86.0 \
    ys_async_sr_fraction_pct 100 \
    n_antenna_cell 0 \
    grt_usage_pct 1.32 \
    p_clk_share_pct 46.5 \
    die_h_um 80 \
    intPower_mw 0.326 \
    crit_family "flip-flops" \
    place_ws_ps 121 \
    worstSetupPathType "flip-flop to output pin" \
    die_w_um 80 \
    holdWs_ps 199 \
    via_per_inst 1.72 \
    p_per_area_nw_per_um2 1430 \
    skew_ps 2.76 \
    setup_viol 0 \
    cts-root-buf "clkbuf_4" \
    p_comb_share_pct 7.1 \
    ir_drop_uv 180 \
    cts_made_buffers 3 \
    area_leaders "dfrtp_1 60%, dfstp_2 16%, and2_1 7.5%" \
    drive_above_1_share_pct 23.8 \
    hold_path_class "input pin to asynchronous set/reset pin" \
    period_used_pct 89.7 \
    clk_pin_slew_ps 40 \
    grt_pass1_wl_um 600 \
    start_kind "flip-flop" \
    critical-path-max-stage-delay_ps 360 \
    grt_overflow_total 0 \
    die_area_um2 6400 \
    arrival_ps 840 \
    ctsHoldBuffers 0 \
    top_regs "state x5" \
    pwr-share-seq_pct 46.4 \
    synth_chip_area_um2 168 \
    insertion_delay_ps 240 \
    io_buffers 3 \
    path_max_fanout 2 \
    largest_area_cell "dfrtp_1" \
    timing.rr.end "state[3]" \
    outcome "finished clean" \
    period_needed_ps 1080 \
    ys.flop_type "dfrtp_1" \
    fp-row-count 21 \
    crit_chain "dlygate4sd2_1" \
    design_area_um2 288 \
    ys_seq_share_pct 75.4 \
    edf_count 0 \
    largest_reg_flops 5 \
    top_area_share_pct 59.7 \
    synth-warning-count 1 \
    drv_cap 0 \
    required_ps 960 \
    cp_slowest_cell "dfrtp_1" \
    ys.flops 5 \
    finalPower_mw 0.411 \
    cts_tree "done" \
    tool_warnings 25 \
    maxSlewViolCount 0 \
    grt_antenna_before_repair 0 \
    yosysMostFrequentCell "dfrtp_1" \
    syn2layout_area_growth_pct 71.6 \
    tightest_slew_ps 208 \
    finalHoldViolations 0 \
    synthCells 13 \
    drt-total-wl_um 352 \
    reg2reg_slack_ps 330 \
    rr_startpoint "state[1]" \
    dp.cells 62 \
    grt_max_degree 6 \
    fin_setup_tns_ps 0 \
    grt_pass1_vias 149 \
    netlist_area_um2 168 \
    end_kind "output pin" \
    ios 4 \
    final_util_pct 8.42 \
    yosys-top-cells-count "4 x dfrtp_1, 3 x nor2_1, 2 x and2_1" \
    rr_worst_depth 2 \
    switching_share_pct 20.7 \
    top_register "state" \
    cp_num_buf_inv 1 \
    first_pass_iters 2 \
    clkSinkCount 5 \
    max_freq_ghz 0.929 \
    drt_iter0_markers 3 \
    ys_cells 13 \
    rsz0062_at_grt "false" \
    core_util_floorplan_pct 4.91 \
    p_sw_mw 0.0850 \
]
-- power by group through the flow --
stage	clock network (mW)	logic (mW)	registers, mW
finish	0.191	0.0290	0.191
global route	0.208	0.0330	0.193
CTS	0.201	0.0297	0.191
-- per-layer routing --
metal,GRT usage [%],wire length [um],up-vias
li1,-,-,57
met3,2.27,81,0
met1,1.07,155,54
met4,0.352,0,0
met2,1.52,115,4
met5,0,0,-
-- final cells by class --
class	instances	area, um2
flip-flops and latches	5	126
repair buffers	4	36.3
inverters	1	3.75
multi-input cells	7	37.5
clock buffers	4	26.3
fillers	412	3130
well taps	46	57.6
-- placed cells by master, fill, tap and decap left out --
master,n
dfrtp_1,4
nor2_1,3
clkbuf_4,3
and2_1,2
clkdlybuf4s50_1,2
nor3_1,1
o31a_1,1
inv_1,1
clkbuf_1,1
dlygate4sd2_1,1
buf_4,1
dfstp_2,1
-- how the worst max path moves through the flow --
stage / startpoint / to
after CTS: state[1] / detected
after global routing: state[1] / detected
final: state[1] / detected
-- timing repair --
item | in CTS | in global routing
setup endpoints to repair | 1 | 0
buffers inserted | 1 | 0
gates resized | 1 | 0
-- cell families (layout without fill, tap and decap cells) --
family          after synthesis  count (layout)  share of synthesized area, %
flops                         5               5                          75.4
simple gates                  6               6                          17.2
buf+inv                       1               9                          2.24
compound gates                1               1                          5.22
No activity file was given, so power comes from the tool's default toggle rates.
