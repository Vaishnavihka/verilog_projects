### ./config.mk
export PLATFORM = sky130hd
export DESIGN_NAME = ripple_carry_adder_4bit_struct
export DESIGN_NICKNAME = ripple_carry_adder_4bit_struct
export VERILOG_FILES = /design/flow/design.v
export SDC_FILE = /design/flow/constraint.sdc
export NUM_CORES = 4
export LEC_CHECK = 1
export CORE_AREA = 10 10 70 70
export DIE_AREA = 0 0 80 80
### ./constraint.sdc
current_design ripple_carry_adder_4bit_struct

set clk_period 5.0
set clk_io_pct 0.2

create_clock -name clk0 -period $clk_period

set non_clock_inputs [all_inputs -no_clocks]
set_input_delay [expr $clk_period * $clk_io_pct] -clock clk0 $non_clock_inputs
set_output_delay [expr $clk_period * $clk_io_pct] -clock clk0 [all_outputs]
### ./design.v
`timescale 1ns / 1ps
module full_adder_struct( 
    input A, B, Cin,
    output Sum, Cout);
    wire w1, w2, w3;
    xor (w1, A, B);
    xor (Sum, w1, Cin);
    and (w2, A, B);
    and (w3, w1, Cin);
    or (Cout, w2, w3);
endmodule  
`timescale 1ns / 1ps
module ripple_carry_adder_4bit_struct(
    input [3:0] A, B,
    input Cin,
    output [3:0] Sum,
    output Cout);
    wire c1, c2, c3;
    full_adder_struct FA0(A[0], B[0], Cin,  Sum[0], c1);
    full_adder_struct FA1(A[1], B[1], c1,   Sum[1], c2);
    full_adder_struct FA2(A[2], B[2], c2,   Sum[2], c3);
    full_adder_struct FA3(A[3], B[3], c3,   Sum[3], Cout);
endmodule  
### ./run.sh
#!/bin/bash
# OpenROAD 26Q1-2900-gdf79404cd8, Yosys 0.63+post, stock flow scripts
make -C /OpenROAD-flow-scripts/flow DESIGN_CONFIG=/design/flow/config.mk WORK_HOME=/design/flow/orfs finish
==> out/README.md <==
| Quantity | Value |
| --- | --- |
| CP arrival | 3.44 ns |
| Die outline height | 80 um |
| Max transition margin | 93.2% |
| Max-area cell share | 54.2% |
| Overall fraction of global-route tracks in use | 1.32% |
| Number of clock buffers in the layout | 0 |
| Leakage power figure | 0.137 nW |
| Largest area contributor in the netlist | sky130_fd_sc_hd__fa_1 |
| Seq Cell Count | 0 |
| Count of synthesis-stage warnings from yosys | 0 |
| Compound Share, Synth | 0% |
| Fmax | 225 MHz |
| Max-slew violations | 0 |
| Total net switching power | 0.00782 mW |
| Chip area in the Yosys report | 148 um^2 |
| Pin slew with the least headroom to its limit | 0.102 ns |
| Post-Synth Adder-Cell Area | 54.2% |
| MUX area fraction | 0% |
| # port buffers | 14 |
| Number of different library cells in the post-synthesis netlist | 3 |
| Maxcap violations | 0 |
| Fraction of power spent switching nets | 27.7% |
| Share of final-layout standard cells stronger than drive strength 1 | 0% |
| Die footprint | 6400 um^2 |
| Via count of the first global-routing pass | 143 |
| Fill cell total of the finished layout | 408 |
| Clock network fraction of total power | 0% |
| Number of remaining DRC errors | 0 |
| Internal Power | 0.0204 mW |
| Per-cell via count in the routed design | 1.70 |
| Aggregate routed wire length | 420 um |
| Number of buffers added for setup after CTS | 0 |
| Netlist area before placement | 148 um^2 |
| Non-filler instance count after layout | 74 |
| Setup WS pre-CTS | 0.513 ns |
| Cell Count Post-Placement | 74 |
| DRC violation total after the first TritonRoute iteration | 0 |
| Antenna diode count | 0 |
| Main logic family | adder cells |
| Endpoint type of the worst setup path | output port |
| Hold Path Class | in -> out |
| Routed vias | 126 |
| Final Wtd Congestion | 0.783 |
| Wire length of the first global-routing pass | 655 um |
| Initial Util | 4.32% |
| Combinational share of power | 100.0% |
| Count of final setup violators | 0 |
| First-pass iteration count of the detailed router | 1 |
| Top-level I/O count | 14 |
| Post_cts resized | 0 |
| Status | complete, no violations |
| Placement row count | 21 |
| Detailed placement HPWL | 418 um |
| Type of the setup path with the least slack | in -> out |
| Final clock period utilization by the worst path | 88.9% |
| Required arrival time at the worst endpoint | 4.00 ns |
| Final count of hold timing violations | 0 |
| Mapped Cells | 18 |
| Mean cell area of the mapped netlist | 8.20 um^2 |
| Critical Path Fanout Max | 1 |
| Fin crit period | 4.44 ns |
| Largest cells by area after synthesis | sky130_fd_sc_hd__fa_1 54%, sky130_fd_sc_hd__inv_1 25%, sky130_fd_sc_hd__buf_4 20% |
| Average wire length per cell after detail routing | 5.68 um |
| Horiz. Die Dim | 80 um |
| Setup repair after global routing missed its margin | no |
| Critical Path Source Type | primary input |
| Sequential power share | 0% |
| Largest net degree at the start of global routing | 2 |
| CTS Hold Buffers Added | 0 |
| Number of antenna violations at the first check in global routing | 0 |
| Power Total | 0.0282 mW |
| Highest ir drop seen on vdd | 0.0233 mV |
| Sequential fraction of the synthesis area | 0% |
| Core outline area | 3420 um^2 |
| Setup slack of the critical path after layout | 0.555 ns |
| Final hold slack | 3.05 ns |
| Crit path from | A[0] |
| Final ANT Viol Nets | 0 |
| Basic-gate share of the synthesized area counting and, or, nand and nor cells | 0% |
| Setup_tns | 0 ns |
| XOR/XNOR share of the synthesized area | 0% |
| Growth of design area from synthesis to finish | 114% |
| Warning total across the stage logs | 32 |
| Total overflow reported by the global router | 0 |
| # Cells Yosys | 18 |
| Critical hold path startpoint | Cin |
| PD cells | 89.6 nW/um^2 |
| Sequential cell area | 0 um^2 |
-- routing by layer --
metal / vias to the layer above / GRT usage [%] / wire [um]
li1: 60 / - / -
met1: 52 / 2.14 / 243
met5: - / 0 / 0
met4: 0 / 0 / 0
met2: 14 / 1.44 / 87
met3: 0 / 0.795 / 89
-- power groups by stage --
stage	Sequential (mW)	Combinational [mW]	Clock, mW
4_1_cts	0	0.0295	0
5_1_grt	0	0.0322	0
6_report	0	0.0282	0
-- layout make-up --
cell class / instances / area [um^2] / area share [%]
inverters: 10 / 37.5 / 11.9
multi-input cells: 4 / 80.1 / 25.4
well taps: 46 / 57.6 / 18.3
repair buffers: 14 / 140 / 44.4
-- cell families after synthesis --
kind of cell  count (synthesis)
buf+inv                      14
fa+ha+maj                     4
-- worst paths after layout --
| kind | depth (start not counted) | slack (ns) | endpoint |
|---|---|---|---|
| setup / recovery | 10 | 0.56 | Sum[3] |
| hold / removal | 5 | 3.05 | Sum[0] |
-- synthesized netlist by cell type, drive strengths merged --
cell,n
buf,4
fa,4
inv,10
-- through the flow --
step / utilization (%) / area (um^2)
2_1_floorplan: - / 148
3_3_place_gp: 9.23 / 315
3_5_place_dp: 9.23 / 315
4_1_cts: 9.23 / 315
5_1_grt: 9.23 / 315
6_report: 9.23 / 315
-- worst max-delay path, stage by stage --
cell and delay, ns:
sky130_fd_sc_hd__clkdlybuf4s50_1 0.39, sky130_fd_sc_hd__inv_1 0.08, sky130_fd_sc_hd__fa_1 0.17, sky130_fd_sc_hd__inv_1 0.05, sky130_fd_sc_hd__fa_1 0.40, sky130_fd_sc_hd__fa_1 0.37
sky130_fd_sc_hd__inv_1 0.07, sky130_fd_sc_hd__fa_1 0.40, sky130_fd_sc_hd__inv_1 0.06, sky130_fd_sc_hd__clkdlybuf4s50_1 0.46
-- cell usage in the layout, fill, tap and decap left out --
cell and instances:
sky130_fd_sc_hd__clkdlybuf4s50_1 14, sky130_fd_sc_hd__inv_1 10, sky130_fd_sc_hd__fa_1 4
Power figures rest on the tool's default switching activity, not on a simulated workload.
